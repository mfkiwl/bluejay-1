**flow/run.sh**
```bash
#!/bin/bash
# OpenROAD 26Q1-2900-gdf79404cd8, Yosys 0.63+post, stock flow scripts
make -C /OpenROAD-flow-scripts/flow DESIGN_CONFIG=/design/flow/config.mk WORK_HOME=/design/flow/orfs finish
```
**flow/config.mk**
```make
export PLATFORM = sky130hd
export DESIGN_NAME = mux__2_to_1__64b
export DESIGN_NICKNAME = mux__2_to_1__64b
export VERILOG_FILES = /design/flow/design.v
export SDC_FILE = /design/flow/constraint.sdc
export NUM_CORES = 4
export LEC_CHECK = 1
export CORE_AREA = 10 10 84 84
export DIE_AREA = 0 0 94 94
```
**flow/constraint.sdc**
```tcl
current_design mux__2_to_1__64b

set clk_period 1.0
set clk_io_pct 0.2

create_clock -name clk0 -period $clk_period

set non_clock_inputs [all_inputs -no_clocks]
set_input_delay [expr $clk_period * $clk_io_pct] -clock clk0 $non_clock_inputs
set_output_delay [expr $clk_period * $clk_io_pct] -clock clk0 [all_outputs]
```
**flow/design.v**
```verilog
module mux__2_to_1__64b
(
    input clk,
    input rst,
    input sel,
    input [63:0] in_0,
    input [63:0] in_1,
    output logic [63:0] out
);
assign out = sel ? in_1 : in_0;
endmodule
```
==> ci_impl_report.md <==
### Flow metrics

| Metric | Value |
|---|---|
| Final WL | 6920 um |
| Leakage | 1.74 nW |
| OpenROAD warning count | 37 |
| Die Y | 94 um |
| Hold Violations, Final | 0 |
| Path type of the worst setup path | input pin to output port |
| Met2 Wirelength | 4030 um |
| Cell taking the most area after synthesis | mux2_4 |
| YS chip area | 1080 um2 |
| Synth cell count leaders | mux2_4, buf_12, mux2_2 |
| Class of the worst hold path | input pin to output port |
| Final antenna-violating net count | 0 |
| Critical Path Sink | out[17] |
| Met3 Wirelength | 730 um |
| Failing checks | negative setup slack |
| Setup crit start kind | input pin |
| Residual DRC count | 0 |
| Die extent in x | 94 um |
| Synth top cell by count | mux2_4 |
| First-pass GRT wire length | 9240 um |
| Design area | 3150 um2 |
| N_diodes | 0 |
| Peak supply drop | 0.168 mV |
| Area of the mapped netlist | 1080 um2 |
| Fin. max-slew vios | 0 |
| Slew @ Worst Pin | 0.0909 ns |
| Cells after Synth | 71 |
| Final HPWL DP | 6070 um |
| Fin util | 60.4% |
| RSZ-0062 raised after global routing | true |
| Fill cells | 493 |
| Average cell area after synthesis | 15.2 um2 |
| Status | complete, but fails checks |
| DRT met1 WL | 2170 um |
| Cell Type Count | 4 |
| Critical Path AT | 0.99 ns |
| Drt wl/cell | 20.4 um |
| Count of final setup violators | 64 |
| Fmax | 843 MHz |
| Drt initial violations | 17 |
| Max_slew headroom | 93.9% |
| Max cap viols | 0 |
| CP startpoint | sel |
| Crit path max fanout | 5 |
| Vias | 1322 |
| PortBufs | 193 |
| Worst path required time | 0.80 ns |
| DP Cell Count | 331 |
| Cell Rows | 26 |
| Area Growth Syn to Fin | 192% |
| Total GRT Usage | 13.8% |
| Final Instance Count excl. Fillers | 339 |
| Synth Seq Share | 0% |
| Pin count of the biggest net entering global routing | 11 |
| I/O pin count | 195 |
| Flop count | 0 |
| Synthesis Warnings | 0 |
| Core ar. | 5200 um2 |
| Post-route minimum period | 1.19 ns |
| Top cell area share | 83.6% |
| Vias per std cell | 3.90 |
| Share of cells above drive strength 1 | 52.4% |
| Area after DPL | 3040 um2 |
| Floorplan core density | 20.7% |
| Final worst slack | -0.186 ns |
| Vias in the first global route | 1507 |
| Uppermost layer routed | met3 |
| Cell area leaders | mux2_4, buf_12, mux2_2, buf_6 |
| Setup TNS | -6.42 ns |
| CP Capture Type | output port |
| # clk buffers | 0 |
| Sequential cell area | 0 um2 |
| Chip Area | 8840 um2 |
| PD cells | 407 nW/um2 |
| Initial antenna violation count | 0 |
| Fin crit share | 119% |
| First-pass iteration count of the detailed router | 2 |
| Ys cells | 71 |
| Placer Congestion | 0.823 |
| GRT Residual Overflow | 0 |
==> through the flow <==
step | worst slack, ns | hold slack [ns] | power [W]
finish | -0.186 | 0.698 | 0.00128
global route | -0.199 | 0.714 | 0.00136
CTS | -0.233 | 0.798 | 0.00122
detailed placement | -0.541 | 1.33 | 0.00134
global placement | -0.545 | 1.33 | 0.00134
floorplan | 0.00255 | 0.498 | 0.000408
==> power by group <==
part | internal [W] | total, W | switching (W)
clock network | 0 | 0 | 0
registers | 0 | 0 | 0
logic | 0.000980 | 0.00128 | 0.000300
total | 0.000980 | 0.00128 | 0.000300
==> logic make-up after synthesis <==
kind of cell	synth area share (%)
buffers and inverters	12.2
muxes	87.8
==> cell usage in the layout (no fill, tap or decap), drive strengths merged <==
master	instances
buf	72
clkbuf	5
clkdlybuf4s50	4
dlygate4sd2	118
dlymetal6s2s	6
mux2	64
==> worst min-delay path by stage <==
stage,startpoint,end,slack [ns],cells past startpoint
after CTS,in_1[53],out[53],0.80,3
after global routing,in_1[0],out[0],0.71,3
final,in_1[0],out[0],0.70,3
==> final cells by class <==
cell class	count	area [um2]	area share, %
Multi-Input combinational cell	64	957	30.4
Timing Repair Buffer	205	2100	66.8
Tap cell	70	87.6	2.78
==> worst max-delay path: stages <==
cell    delay, ns
buf_16       0.13
buf_16       0.14
buf_12       0.12
mux2_4       0.28
buf_2        0.12
==> metal layers <==
metal,global-route usage (%),vias up
li1,-,673
met1,13.0,572
met2,27.8,77
met3,5.90,0
met4,0.380,0
met5,0,-
==> what timing repair did <==
item	in CTS	in global routing
setup endpoints to repair	64	64
cloned	4	3
pin swaps	0	0
gates resized	368	24
buffers inserted	1	0
hold buffers	0	0
Power figures rest on the tool's default switching activity, not on a simulated workload.
